===== /design/flow/config.mk =====
export PLATFORM = sky130hd
export DESIGN_NAME = ripple_adder_4bit_structural
export DESIGN_NICKNAME = ripple_adder_4bit_structural
export VERILOG_FILES = /design/flow/design.v
export SDC_FILE = /design/flow/constraint.sdc
export NUM_CORES = 4
export LEC_CHECK = 1
export CORE_AREA = 10 10 70 70
export DIE_AREA = 0 0 80 80

===== /design/flow/run.sh =====
#!/bin/bash
# OpenROAD 26Q1-2900-gdf79404cd8, Yosys 0.63+post, stock flow scripts
make -C /OpenROAD-flow-scripts/flow DESIGN_CONFIG=/design/flow/config.mk WORK_HOME=/design/flow/orfs finish

===== /design/flow/design.v =====
module full_adder_structural(
    input a,
    input b,
    input carry_in,
    output sum,
    output carry_out
);
    wire sum1;
    wire carry1;
    wire carry2;
    half_adder_structural HA1 (
        .a(a),
        .b(b),
        .sum(sum1),
        .carry(carry1)
    );
    half_adder_structural HA2 (
        .a(sum1),
        .b(carry_in),
        .sum(sum),
        .carry(carry2)
    );
    or (carry_out, carry1, carry2);
endmodule
module half_adder_structural(input a, input b,  output sum, output carry);
	xor XOR1 (sum, a, b); 
	and AND1 (carry, a, b);
endmodule
module ripple_adder_4bit_structural(input [3:0]a,input [3:0]b,input carry_in, output [3:0] sum, output carry_out);
wire [2:0] c;
full_adder_structural FA_STRUCT_0(
	.a(a[0]),
	.b(b[0]),
	.carry_in(carry_in),
	.sum(sum[0]),
	.carry_out(c[0])
	);
full_adder_structural FA_STRUCT_1(
	.a(a[1]),
	.b(b[1]),
	.carry_in(c[0]),
	.sum(sum[1]),
	.carry_out(c[1])
	);
full_adder_structural FA_STRUCT_2(
	.a(a[2]),
	.b(b[2]),
	.carry_in(c[1]),
	.sum(sum[2]),
	.carry_out(c[2])
	);
full_adder_structural FA_STRUCT_3(
	.a(a[3]),
	.b(b[3]),
	.carry_in(c[2]),
	.sum(sum[3]),
	.carry_out(carry_out)
	);
endmodule

===== /design/flow/constraint.sdc =====
current_design ripple_adder_4bit_structural

set clk_period 3.0
set clk_io_pct 0.2

create_clock -name clk0 -period $clk_period

set non_clock_inputs [all_inputs -no_clocks]
set_input_delay [expr $clk_period * $clk_io_pct] -clock clk0 $non_clock_inputs
set_output_delay [expr $clk_period * $clk_io_pct] -clock clk0 [all_outputs]

==> metrics.yaml <==
global_routing:
  grt_pass1_wl_um: 676
  grt_usage_pct: 1.35
  grt_overflow: 0
  grt_max_degree: 2
  antenna_found_initial: 0
  grt_pass1_vias: 161
finish:
  nFillCells: 408
  seq_area_um2: 0
  nClkBuffers: 0
  drive_above_1_share_pct: 42.9
  flops: 0
  syn_to_final_growth_pct: 104
placed_design:
  portBuffers: 14
  place_hpwl_um: 450
  dp_slack_ns: -0.690
  gp_congestion: 0.799
synth:
  netlist.area_leader.share_pct: 54.2
  syn-mean-instance-area_um2: 8.20
  syn_inst: 18
  ys_cells: 18
  yosys-top-cells-area: "fa_1 (54%), inv_1 (25%), buf_4 (20%)"
  yosysTopAreaCell: "fa_1"
  ys_area_um2: 148
  ys_warn_count: 0
  common_cells: "inv_1 (10), buf_4 (4), fa_1 (4)"
  synth.most_common_cell: "inv_1"
  postSynthSeqShare_pct: 0
  synth_cell_types: 3
  synth_area_um2: 148
drt:
  post-route-drc-count: 0
  wl_um: 456
  num_vias: 128
  drt_first_pass_iters: 1
  drt_iter0_markers: 0
  wire_per_inst_um: 6.16
  num_antenna_cells: 0
  antenna_left: 0
  via_per_inst: 1.73
clocking:
  holdBufCountCts: 0
worst_setup_path:
  critPathTopFamily: "adder cells"
  critical_path_required_ns: 2.40
  cp_max_fo: 1
  path_cells: "buf_2 > inv_2 > fa_2 > inv_2 > fa_2 > fa_2 > inv_2 > fa_1 > inv_1 > buf_2"
  slowest_delay_ns: 0.40
  slowest_stage: "fa_1"
  cp_num_buf_inv: 6
  worstSetupPathType: "in -> out"
  cp.arrival_ns: 2.28
  startpoint_type: "input pin"
  crit_path_end_kind: "primary output"
final_timing:
  worstMarginPinSlew_ns: 0.103
  maxClockFrequency_mhz: 347
  finalWorstSetupSlack_ns: 0.119
  slew_headroom_pct: 93.1
  report.final.slew_viol_count: 0
  hold_viol_final: 0
  rsz0062_at_grt: "no"
  period_minus_slack_ns: 2.88
  setup_viol: 0
  whs_ns: 1.94
  period_used_pct: 96.0
floorplanning:
  initial_core_util_pct: 4.32
  rows: 21
  chipArea_mm2: 0.00640
  die_w_um: 80
  io_pins: 14
  die_h_um: 80
  core_mm2: 0.00342
power:
  power.density_mw_per_mm2: 138
  seqPwrFrac_pct: 0
  vdd_drop_max_v: 0.0000369
  p_comb_share_pct: 100.0
  power.share.clock_pct: 0
  p_int_mw: 0.0274
  swShare_pct: 34.3
  leakage_nw: 0.143
  switchingPower_mw: 0.0143
worst_hold_path:
  hold_end: "sum[3]"
  whs_path_depth: 5
  hp-class: "in -> out"
  worstHoldStart: "b[3]"
job:
  warning_count: 32
  drv_cap: 0
run_status:
  status: "finished clean"
[cells in the final DEF, fill, tap and decap left out]
master           n
clkdlybuf4s50_1  6
inv_2            5
inv_1            5
buf_2            4
fa_2             3
dlygate4sd2_1    3
fa_1             1
dlymetal6s2s_1   1
[worst max path at each step]
stage	from	endpoint	slack, ns	cells after the start
CTS	b[1]	sum[3]	0.02	7
global route	carry_in	sum[3]	0.02	10
finish	carry_in	sum[3]	0.12	10
[power groups by stage]
stage / Sequential (mW) / Combinational [mW] / Clock [mW]
CTS: 0 / 0.0444 / 0
global route: 0 / 0.0489 / 0
finish: 0 / 0.0417 / 0
[per-stage QoR]
stage                     utilization (%)  power [mW]  TNS, ns  instance area (um2)  cells
after floorplan                         -      0.0229        0                  148     18
after global placement               9.23      0.0484    -1.43                  315     74
after detailed placement             9.23      0.0493    -1.58                  315     74
after CTS                            8.75      0.0444        0                  299     74
after global routing                 8.83      0.0489        0                  302     74
final                                8.83      0.0417        0                  302     74
[cell families (layout without fill, tap and decap cells)]
logic type / Yosys count / count (layout) / share of synthesized area [%]
adders and majority gates: 4 / 4 / 54.2
buffers and inverters: 14 / 24 / 45.8
[area by class of cell]
class | instances | area (um2) | area share [%]
inverter | 10 | 37.5 | 12.4
timing repair buffer | 14 | 119 | 39.4
tap | 46 | 57.6 | 19.1
multi-input combinational | 4 | 87.6 | 29.0
[routing by layer]
layer  global-route usage [%]  vias up  share of wire (%)
met4                        0        0                  0
li1                         -       60                  -
met2                     1.77       14                 25
met5                        0        -                  0
met3                    0.682        0                 16
met1                     2.00       54                 59
[repair_timing]
| item | 4_1_cts | 5_1_grt |
|---|---|---|
| endpoints found under the setup margin | 4 | 1 |
| endpoints found under the hold margin | 0 | 0 |
| pin swaps | 4 | 2 |
| resized | 26 | 1 |
| setup buffers | 0 | 0 |
Power figures rest on the tool's default switching activity, not on a simulated workload.
